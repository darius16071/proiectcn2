==> /design/flow/design.v <==
module BoothRadix2Multiplier(
    input clk,
    input rst,          
    input [7:0] Q_in,   
    input [7:0] M_in,   
    output [15:0] Product_out  
);
    reg [8:0] next_A_reg_d;
    reg [8:0] next_Q_temp_d;
    reg [8:0] next_M_reg_d;
    reg [3:0] next_count_d;
    reg [15:0] next_Product_out_d;
    reg next_done_flag_d;
    wire [8:0] A_reg_q;
    wire [8:0] Q_temp_q;
    wire [8:0] M_reg_q;
    wire [3:0] count_q;
    wire done_flag_q;
    wire add_M_w, sub_M_w;
    wire en_Product_out;
    reg initial_load_cycle_q;
    reg next_initial_load_cycle_d;
    always @(posedge clk or negedge rst) begin
        if (!rst) begin
            initial_load_cycle_q <= 1'b1;  
        end else begin
            initial_load_cycle_q <= next_initial_load_cycle_d;  
        end
    end
    register #(.WIDTH(9)) reg_A (
        .clk(clk), .rst(rst), .en(1'b1), .d(next_A_reg_d), .q(A_reg_q)
    );
    register #(.WIDTH(9)) reg_Q (
        .clk(clk), .rst(rst), .en(1'b1), .d(next_Q_temp_d), .q(Q_temp_q)
    );
    register #(.WIDTH(9)) reg_M (
        .clk(clk), .rst(rst), .en(1'b1), .d(next_M_reg_d), .q(M_reg_q)
    );
    register #(.WIDTH(4)) reg_count (
        .clk(clk), .rst(rst), .en(1'b1), .d(next_count_d), .q(count_q)
    );
    register #(.WIDTH(1)) reg_done_flag (
        .clk(clk), .rst(rst), .en(1'b1), .d(next_done_flag_d), .q(done_flag_q)
    );
    assign en_Product_out = ((count_q == 7) && !done_flag_q && !initial_load_cycle_q) || !rst;
    register #(.WIDTH(16)) reg_Product_out (
        .clk(clk), .rst(rst), .en(en_Product_out),
        .d(next_Product_out_d), .q(Product_out)
    );
    control_unit_radix2 ctrl_unit (
      .q_pair(Q_temp_q[1:0]), 
      .is_done(done_flag_q || initial_load_cycle_q),  
      .add_M(add_M_w),
      .sub_M(sub_M_w)
    );
    reg [8:0] A_after_op;
    always @(*) begin
        next_A_reg_d = A_reg_q;
        next_Q_temp_d = Q_temp_q;
        next_M_reg_d = M_reg_q; 
        next_count_d = count_q;
        next_Product_out_d = Product_out; 
        next_done_flag_d = done_flag_q;
        A_after_op = A_reg_q;  
        next_initial_load_cycle_d = initial_load_cycle_q;  
        if (!rst) begin 
            next_A_reg_d = 9'b0;
            next_Q_temp_d = {Q_in, 1'b0};  
            next_M_reg_d = {M_in[7], M_in};  
            next_count_d = 4'b0;
            next_Product_out_d = 16'b0;
            next_done_flag_d = 1'b0;
            next_initial_load_cycle_d = 1'b1;  
        end else begin  
            next_initial_load_cycle_d = 1'b0;  
            if (initial_load_cycle_q) begin  
                next_A_reg_d = 9'b0;
                next_Q_temp_d = {Q_in, 1'b0};  
                next_M_reg_d = {M_in[7], M_in};  
                next_count_d = 4'b0;           
                next_done_flag_d = 1'b0;       
            end else if (!done_flag_q) begin  
                if (add_M_w) begin
                    A_after_op = A_reg_q + M_reg_q;
                end else if (sub_M_w) begin
                    A_after_op = A_reg_q - M_reg_q; 
                end
                next_A_reg_d  = {A_after_op[8], A_after_op[8:1]};
                next_Q_temp_d = {A_after_op[0], Q_temp_q[8:1]};
                next_count_d  = count_q + 1;
                if (count_q == 7) begin 
                    next_done_flag_d = 1'b1; 
                    next_Product_out_d = {next_A_reg_d[7:0], next_Q_temp_d[8:1]};
                end
            end else begin  
                next_A_reg_d = A_reg_q;    
                next_Q_temp_d = Q_temp_q;  
                next_count_d = count_q;  
                next_done_flag_d = 1'b1;  
            end
        end
    end
endmodule
module control_unit_radix2 (
    input [1:0] q_pair,     
    input       is_done,
    output reg  add_M,
    output reg  sub_M
);
    always @(*) begin
        add_M = 1'b0;
        sub_M = 1'b0;
        if (!is_done) begin
            case (q_pair)
                2'b00: ;  
                2'b01: add_M = 1'b1;  
                2'b10: sub_M = 1'b1;  
                2'b11: ;  
                default: ;  
            endcase
        end
    end
endmodule
module register #(
    parameter WIDTH = 8  
) (
    input                   clk,
    input                   rst,  
    input                   en,
    input      [WIDTH-1:0]  d,
    output reg [WIDTH-1:0]  q
);
    always @(posedge clk or negedge rst) begin
        if (!rst) begin  
            q <= {WIDTH{1'b0}};  
        end else if (en) begin  
            q <= d;
        end
    end
endmodule
==> /design/flow/run.sh <==
#!/bin/bash
# OpenROAD 26Q1-2900-gdf79404cd8, Yosys 0.63+post, stock flow scripts
make -C /OpenROAD-flow-scripts/flow DESIGN_CONFIG=/design/flow/config.mk WORK_HOME=/design/flow/orfs finish
==> /design/flow/config.mk <==
export PLATFORM = sky130hd
export DESIGN_NAME = BoothRadix2Multiplier
export DESIGN_NICKNAME = BoothRadix2Multiplier
export VERILOG_FILES = /design/flow/design.v
export SDC_FILE = /design/flow/constraint.sdc
export NUM_CORES = 4
export LEC_CHECK = 1
export CORE_UTILIZATION = 30
==> /design/flow/constraint.sdc <==
current_design BoothRadix2Multiplier

set clk_period 5.1
set clk_io_pct 0.2

create_clock -name clk0 -period $clk_period [get_ports {clk}]

set non_clock_inputs [all_inputs -no_clocks]
set_input_delay [expr $clk_period * $clk_io_pct] -clock clk0 $non_clock_inputs
set_output_delay [expr $clk_period * $clk_io_pct] -clock clk0 [all_outputs]
==> qor.yml <==
numCtsBuffers: 5
finClkSkew_ns: 0.00946
r2r-end: "reg_Product_out.q[15]"
hold_buffers: 0
power.switching_uw: 229
whs_ns: 0.481
layout_top_cell: "dfrtp_1"
core_area_um2: 8890
tightest_slew_ns: 0.646
fp_util_pct: 31.5
yosys.area.top_type: "dfrtp_1"
arrival_ns: 2.52
synth-main-ff-cell: "dfrtp_1"
clockPowerShare_pct: 34.0
r2r_cells: 7
tool_warnings: 33
routed_via_density: 5.14
yosys_area_um2: 2800
ys_seq_share_pct: 42.0
reg2reg_from: "reg_A.q[5]"
postSynthCellCount: 296
layout-drive-gt1-share_pct: 7.67
hold_violations: 0
setup_viol: 0
status: "complete, no violations"
vdd_drop_max_uv: 104
synthArstFlopShare_pct: 100
startpoint_type: "flop"
hpwl_um: 4680
syn_avg_cell_area_um2: 9.47
grt_use_met3_pct: 3.68
antenna_found_initial: 0
die_width_um: 98.7
drc: 0
port_buffers: 33
grt_busiest_layer: "met1"
tns_ns: 0
edf_count: 0
use_met1_pct: 22.6
intPower_uw: 594
grt_pass1_wl_um: 11200
p_comb_share_pct: 17.0
cellPowerDensity_nw_per_um2: 247
hold_class: "flop to flop"
grt_pass1_vias: 2299
grt_util_met2_pct: 21.7
antenna-diode-count: 0
worstPathMaxFanout: 13
rsz0062_at_grt: "no"
routed_wl_um: 6360
yosysWarningCount: 6
max_freq_mhz: 433
firstDrtPassIters: 4
syn_to_final_growth_pct: 19.0
synth_area_um2: 2800
synth_top_area_share_pct: 41.1
drv_cap: 0
overflow: 0
drtAntennaViolNets: 0
yosys-top-cells-area: "dfrtp_1, ha_1, nand2_1"
leakagePower_uw: 0.00145
grt_use_total_pct: 14.6
clock_sinks: 47
mostFrequentLayoutCells: "dfrtp_1, nand2_1, clkdlybuf4s50_1, o21ai_0, nor2_1"
fin_crit_sh_pct: 45.3
ys_seq_elements: 47
clk_pin_slew_ns: 0.10
vias: 2229
std_cell_rows: 34
ys_types: 56
die_y_um: 98.7
ys_cells: 296
drv_slew: 0
clockRootBuffer: "clkbuf_8"
cts_tree: "yes"
end_kind: "flop"
worstHoldEndpoint: "reg_Product_out.q[15]"
pwr-share-seq_pct: 49.0
worstHoldStart: "reg_Product_out.q[15]"
post_drt_wl_per_cell_um: 14.7
relSlewSlack_pct: 56.8
initialDrtViolationCount: 164
clock.latency.late_pin_ns: 0.30
rrSetupSlack_ns: 2.79
fin_crit_ns: 2.31
min_path_cells: 2
clockBufferDepth: 2
htree_levels: 2
post_cts_buffers: 0
gp_congestion: 0.869
cp.required_ns: 5.31
swShare_pct: 27.8
grt_max_degree: 42
die_area_um2: 9730
worstSetupPathType: "flop to flop"
io_pins: 34
ctsResizeCount: 0
Yosys cell counts (3+ instances only):
cell      instances
clkbuf_1         10
a21oi_1          19
inv_1            16
nand2_1          38
nor3_1            4
o21ai_0          23
nand3_1           8
ha_1             17
a221o_1           3
mux2i_1          12
dfrtp_1          46
a22o_1           10
nand3b_1          4
nor2_1           22
nand2b_1          4
nor2b_1           4
a32o_1            3
o221ai_1          3
sequential cells by signal, indices dropped and copies added (netlist names):
register / cells
reg_M.q: 8
initial_load_cycle_q: 1
reg_A.q: 8
reg_Product_out.q: 16
reg_done_flag.q: 1
reg_count.q: 4
reg_Q.q: 9
final cells by class:
type,count,area (µm²)
Fill cell,867,5560
Multi-Input combinational cell,218,1490
Sequential cell,47,1180
Timing Repair Buffer,37,355
Tap cell,108,135
Clock buffer,5,68.8
Inverter,16,60.1
Clock inverter,3,46.3
worst max path at each step:
stage | from | end | slack, ns | depth (start not counted)
final | reg_A.q[5] | reg_Product_out.q[15] | 2.79 | 7
after global routing | reg_done_flag.q | reg_A.q[6] | 2.55 | 6
after CTS | reg_A.q[5] | reg_Product_out.q[15] | 2.80 | 7
power by group through the flow:
stage	Combinational (µW)	Clock [µW]	Sequential, µW
4_1_cts	142	292	404
5_1_grt	160	308	407
6_report	140	280	404
critical path: stages (launching register included):
cell	delay, ns
dfrtp_1	0.45
ha_1	0.51
nor3b_1	0.12
nor3_1	0.40
a21oi_1	0.18
nor4_1	0.19
o22ai_1	0.15
o31ai_1	0.21
per-stage QoR:
stage               setup WS (ns)  utilization, %  area, µm²  instances  power, µW
finish                       2.79            37.5       3330        434        823
global route                 2.55            37.5       3330        434        876
CTS                          2.80            37.5       3330        434        838
detailed placement           2.75            36.2       3220        426        553
global placement             2.75            36.2       3220        426        552
floorplan                    3.05               -       2800        296        504
routing by layer:
layer | share of wire, % | vias up
met2 | 43 | 57
met5 | 0 | -
met4 | 0.99 | 0
met1 | 50 | 1053
met3 | 5.8 | 6
li1 | - | 1113
kinds of logic (layout without fill, tap and decap cells):
| group | after synthesis | after routing | share of synthesized area (%) |
|---|---|---|---|
| compound gates | 80 | 80 | 19.4 |
| buf+inv | 31 | 61 | 4.78 |
| mux | 12 | 12 | 4.29 |
| xor+xnor | 4 | 4 | 1.25 |
| fa+ha+maj | 19 | 19 | 9.02 |
| simple gates | 103 | 103 | 19.3 |
| flops | 47 | 47 | 42.0 |
Power is estimated from default activity; no workload was simulated.
