File: flow/design.v
module full_adder (
    input  wire a,
    input  wire b,
    input  wire cin,
    output wire sum,
    output wire cout
);
    assign sum = a ^ b ^ cin;
    assign cout = (a & b) | (b & cin) | (a & cin);
endmodule
module ripple_carry_adder_8bit (
    input  wire [7:0] a,
    input  wire [7:0] b,
    input  wire       cin,
    output wire [7:0] sum,
    output wire       cout,      
    output wire       cin_msb    
);
    wire [7:0] c;  
    full_adder fa0 (.a(a[0]), .b(b[0]), .cin(cin),  .sum(sum[0]), .cout(c[0]));
    full_adder fa1 (.a(a[1]), .b(b[1]), .cin(c[0]), .sum(sum[1]), .cout(c[1]));
    full_adder fa2 (.a(a[2]), .b(b[2]), .cin(c[1]), .sum(sum[2]), .cout(c[2]));
    full_adder fa3 (.a(a[3]), .b(b[3]), .cin(c[2]), .sum(sum[3]), .cout(c[3]));
    full_adder fa4 (.a(a[4]), .b(b[4]), .cin(c[3]), .sum(sum[4]), .cout(c[4]));
    full_adder fa5 (.a(a[5]), .b(b[5]), .cin(c[4]), .sum(sum[5]), .cout(c[5]));
    full_adder fa6 (.a(a[6]), .b(b[6]), .cin(c[5]), .sum(sum[6]), .cout(c[6]));
    full_adder fa7 (.a(a[7]), .b(b[7]), .cin(c[6]), .sum(sum[7]), .cout(cout));  
    assign cin_msb = c[6];
endmodule
module subtracter_8bit (
    input  wire [7:0] a,
    input  wire [7:0] b,
    output wire [7:0] diff,  
    output wire       borrow  
);
    wire [7:0] not_b;  
    wire       cin_for_adder;  
    assign not_b = ~b;
    assign cin_for_adder = 1'b1;
	wire dummy;
    ripple_carry_adder_8bit rca_unit (
        .a    (a),
        .b    (not_b),  
        .cin  (cin_for_adder),  
        .sum  (diff),   
        .cout (borrow)  
	,.cin_msb(dummy)
    );
endmodule
File: flow/run.sh
#!/bin/bash
# OpenROAD 26Q1-2900-gdf79404cd8, Yosys 0.63+post, stock flow scripts
make -C /OpenROAD-flow-scripts/flow DESIGN_CONFIG=/design/flow/config.mk WORK_HOME=/design/flow/orfs finish
File: flow/config.mk
export PLATFORM = sky130hd
export DESIGN_NAME = subtracter_8bit
export DESIGN_NICKNAME = subtracter_8bit
export VERILOG_FILES = /design/flow/design.v
export SDC_FILE = /design/flow/constraint.sdc
export NUM_CORES = 4
export LEC_CHECK = 1
export CORE_AREA = 10 10 70 70
export DIE_AREA = 0 0 80 80
File: flow/constraint.sdc
current_design subtracter_8bit

set clk_period 3.2
set clk_io_pct 0.2

create_clock -name clk0 -period $clk_period

set non_clock_inputs [all_inputs -no_clocks]
set_input_delay [expr $clk_period * $clk_io_pct] -clock clk0 $non_clock_inputs
set_output_delay [expr $clk_period * $clk_io_pct] -clock clk0 [all_outputs]
==> run notes <==
After detailed placement, the design holds a cell count of 95. The run gives 0 for the sequential-to-total area share from yosys stat. The transition time recorded at the tightest slew-check pin is 0.101 ns. The combined global-route utilization of all metal layers was 0.0230; the final period utilization was 1.30. The worst setup path is captured at a primary output. The run gives 0 as the clock network power share. The number of global-route vias before repair was 262; the number of antenna violations at the first check in global routing was 0.

The synthesis stats list as the most numerous cell inv_1. The script logs the ratio of routed vias to standard cells as 2.44. The run gives 100% for the layout overhead on the synthesized area. The initial core utilization was 0.0799; the detailed-placement wirelength estimate was 748 um.

The run gives 0.330 for the switching share of total power. Data arrives at the worst endpoint at 3.53 ns. The run gives 1 as the first-pass iteration count of the detailed router. Static timing analysis puts the maximum clock frequency at 0.240 GHz. The chip area line of the yosys report is 273 um2, and the internal power consumption is 54.5 uW. The tools report the aggregate global routing overflow as 0.

The overall die size recorded for this design is 0.00640 mm2. The final reports fail on setup timing. The logs give 743 um for the routed wire length and 232 for the via total after detailed routing. The tally of clock buffers in the finished layout is 0, and the count of nets left with antenna violations after detail routing is 0.

The highest net fanout along the worst path is 1, and the minimum setup slack in the final design is -0.967 ns. The logs give 0 for the proportion of power drawn by flip-flops and latches and 0 for the DRC violations left. The share of the synthesized area in the top cell type was 0.514. The first global-routing pass estimated 1.19 mm of wire. The flow ran to the end, but the final reports show violations.

The tools report the leakage component of the power as 0.247 nW. The tools report the switching power total as 26.9 uW. The run gives 8.52 um2 for the synthesized area per cell.

The logs give 0 for the number of warnings issued by yosys and 1.90 ns for the worst hold margin. Counting distinct cell types in the post-synthesis netlist gives 4. The floorplan step set the die width to 80 um. After synthesis the cells add up to 273 um2. The area of all sequential standard cells came out at 0 um2.

For the maximum resistive drop on vdd, the log shows 0.0000683 V. After synthesis, the most frequently instantiated cells are 16 x inv_1, 8 x buf_4, 7 x fa_1, 1 x ha_1. The number of antenna diodes came out at 0. With the shortest period the worst path allows at 4.17 ns, the number of core rows is 21. Total power normalized to cell area comes to 149 mW/mm2.

The tools report the relative contribution of combinational cells to total power as 1.000. The tools report the element type at the critical path start as an input port. The main area contributors are fa_1 51%, buf_4 22%, inv_1 22%, ha_1 4.6%. For the required time of the critical path, the log shows 2.56 ns.

The count of buffers added on input and output ports is 25. 25 I/O pins were placed. Endpoints with negative setup slack in the final report add up to 5. The standard cell core area is 0.00342 mm2. Count of buffers added by post-CTS timing repair for setup: 0.

The relative max-transition margin came out at 0.933. Per the synthesis report, the dominant area consumer among library cells is fa_1. With the largest net degree at the start of global routing at 2, the non-filler instance count after layout is 95. The final hold violation count recorded for this run is 0.

The weighted congestion at the end of routability-driven global placement came out at 0.801. The vertical die dimension reported for this design is 80 um. The most critical min-delay path falls under input port to primary output.

The number of logged tool warnings works out to 38. The report counts max-capacitance violations totalling 0. The logs give 0 for the sequential cell count and 32 for the post-synthesis instance total. Per the log, the first TritonRoute iteration ended with a DRC count of 0. Setup repair after global routing could not meet its margin everywhere. The setup path with the least slack is of type input port to primary output.

After detailed routing, the average wire length per cell comes to 7.82 um. For reference, the final report shows the max-slew violation count at 0. The number of cells in the yosys synthesis report was 32; the fraction of layout cells with a size suffix above 1 was 0.388.
## worst paths after layout
kind | from | depth (start not counted) | slack (ns) | endpoint
worst max-delay path | a[0] | 12 | -0.97 | diff[7]
worst min-delay path | b[0] | 4 | 1.90 | diff[0]
## metrics by stage
stage | area [um2] | setup TNS (ns) | utilization | power, mW | setup WS [ns]
2_1_floorplan | 313 | -2.05 | - | 0.0464 | -0.823
3_3_place_gp | 561 | -7.86 | 0.164 | 0.0900 | -1.83
3_5_place_dp | 561 | -8.04 | 0.164 | 0.0916 | -1.86
4_1_cts | 542 | -4.46 | 0.159 | 0.0819 | -1.34
5_1_grt | 546 | -3.30 | 0.160 | 0.0952 | -1.06
6_report | 546 | -2.88 | 0.160 | 0.0813 | -0.967
## layout by cell type, fill, tap and decap left out, types with 2 or more instances in the layout
master and instances:
buf_2 3, buf_6 2, clkdlybuf4s50_1 15, dlygate4sd2_1 2
fa_2 6, inv_1 11, inv_2 4
## cells by family after synthesis
| family | after synthesis | share of synthesized area |
|---|---|---|
| adders and majority gates | 8 | 0.560 |
| buffers and inverters | 24 | 0.440 |
## routing by layer
metal / global-route usage / share of wire
met5: 0 / 0
met4: 0 / 0
met3: 0.0261 / 0.35
met2: 0.0281 / 0.27
met1: 0.0276 / 0.38
## worst max-delay path: stages
cell and delay (ns):
buf_8 0.09, inv_12 0.03, ha_4 0.14, fa_2 0.33, fa_2 0.34, fa_2 0.35, fa_2 0.35, fa_2 0.34
fa_2 0.34, inv_2 0.06, fa_1 0.40, buf_2 0.12
## final cells by class
cell class	count	area [um2]
Tap cell	46	57.6
Fill cell	392	2870
Inverter	16	72.6
Multi-Input combinational cell	8	180
Timing Repair Buffer	25	235
## what timing repair did
item / in CTS / in global routing
hold buffers: 0 / 0
endpoints found under the setup margin: 7 / 6
pin swaps: 8 / 7
resized: 32 / 6
## power groups by stage
stage / logic (mW) / registers [mW] / clock network, mW
finish: 0.0813 / 0 / 0
global route: 0.0952 / 0 / 0
CTS: 0.0819 / 0 / 0
No activity file was given, so power comes from the tool's default toggle rates.
