==> /design/flow/design.v <==
module srt_radix2_divider_8bit (
    input  wire       clk,
    input  wire       reset,           
    input  wire       start,           
    input  wire [7:0] dividend,        
    input  wire [7:0] divisor,         
    output reg  [7:0] quotient,        
    output reg  [7:0] remainder,       
    output reg        busy,            
    output wire       div_by_zero_flag  
);
    parameter IDLE        = 2'b00;
    parameter INIT        = 2'b01;
    parameter DIVIDING    = 2'b10;
    parameter CORRECTION  = 2'b11;
    reg [1:0] current_state;
    reg [1:0] next_state;
    reg signed [8:0] p_reg;           
    reg [7:0]        b_reg;           
    reg [7:0]        q_temp_reg;      
    reg [3:0]        count;           
    reg internal_div_by_zero_reg;
    wire signed [8:0] b_extended_signed = {1'b0, b_reg};
    reg signed [8:0] p_next_val;      
    reg              q_bit_next_val;  
    wire signed [9:0] p_current_extended_10b;  
    wire signed [9:0] p_doubled_10b;           
    wire signed [9:0] b_for_calc_10b;          
    reg signed [9:0] op_result_10b;
    assign div_by_zero_flag       = internal_div_by_zero_reg;
    assign p_current_extended_10b = p_reg;  
    assign p_doubled_10b          = p_current_extended_10b << 1;  
    assign b_for_calc_10b         = b_extended_signed;  
    always @(posedge clk or posedge reset) begin
        if (reset) begin
            current_state <= IDLE;
        end else begin
            current_state <= next_state;
        end
    end
    always @(*) begin
        next_state = current_state; 
        busy       = (current_state != IDLE);  
        case (current_state)
            IDLE: begin
                if (start) begin
                    if (divisor == 8'b0) begin
                        next_state = IDLE;  
                    end else begin
                        next_state = INIT;  
                    end
                end
            end
            INIT: begin
                next_state = DIVIDING;  
            end
            DIVIDING: begin
                if (count == 4'd1) begin        
                    next_state = CORRECTION;
                end else if (count == 4'd0) begin  
                    next_state = CORRECTION; 
                end else begin
                    next_state = DIVIDING;    
                end
            end
            CORRECTION: begin
                next_state = IDLE;  
            end
            default: begin  
                next_state = IDLE;
            end
        endcase
    end
    always @(*) begin
        op_result_10b  = 10'sb0;  
        p_next_val     = p_reg;       
        q_bit_next_val = 1'b0;       
        if (current_state == DIVIDING && count > 0) begin
            if (p_reg[8] == 0) begin 
                op_result_10b = p_doubled_10b - b_for_calc_10b;
            end else begin 
                op_result_10b = p_doubled_10b + b_for_calc_10b;
            end
            p_next_val = op_result_10b[8:0]; 
            q_bit_next_val = !op_result_10b[9]; 
        end
    end
    always @(posedge clk or posedge reset) begin
        if (reset) begin
            p_reg        <= 9'sb0;  
            b_reg        <= 8'b0;
            q_temp_reg   <= 8'b0;
            count        <= 4'd0;
            quotient     <= 8'b0;
            remainder    <= 8'b0;
            internal_div_by_zero_reg <= 1'b0;
        end else begin
            case (current_state)
                IDLE: begin
                    if (start) begin  
                        if (divisor == 8'b0) begin
                            internal_div_by_zero_reg <= 1'b1;
                            quotient     <= 8'hFF;  
                            remainder    <= 8'hFF;  
                        end else begin
                            internal_div_by_zero_reg <= 1'b0;
                            p_reg        <= {1'b0, dividend};  
                            b_reg        <= divisor;           
                            q_temp_reg   <= 8'b0;             
                            count        <= 4'd8;             
                        end
                    end
                end
                INIT: begin
                end
                DIVIDING: begin
                    if (count > 0) begin  
                        p_reg      <= p_next_val;      
                        q_temp_reg <= {q_temp_reg[6:0], q_bit_next_val};  
                        count      <= count - 1;        
                    end
                end
                CORRECTION: begin
                    if (p_reg[8] == 1) begin  
                        remainder <= p_reg[7:0] + b_reg;  
                    end else begin  
                        remainder <= p_reg[7:0];          
                    end
                    quotient  <= q_temp_reg; 
                end
            endcase
        end
    end
endmodule
==> /design/flow/run.sh <==
#!/bin/bash
# OpenROAD 26Q1-2900-gdf79404cd8, Yosys 0.63+post, stock flow scripts
make -C /OpenROAD-flow-scripts/flow DESIGN_CONFIG=/design/flow/config.mk WORK_HOME=/design/flow/orfs finish
==> /design/flow/config.mk <==
export PLATFORM = sky130hd
export DESIGN_NAME = srt_radix2_divider_8bit
export DESIGN_NICKNAME = srt_radix2_divider_8bit
export VERILOG_FILES = /design/flow/design.v
export SDC_FILE = /design/flow/constraint.sdc
export NUM_CORES = 4
export LEC_CHECK = 1
export CORE_UTILIZATION = 50
==> /design/flow/constraint.sdc <==
current_design srt_radix2_divider_8bit

set clk_period 5.2
set clk_io_pct 0.2

create_clock -name clk0 -period $clk_period [get_ports {clk}]

set non_clock_inputs [all_inputs -no_clocks]
set_input_delay [expr $clk_period * $clk_io_pct] -clock clk0 $non_clock_inputs
set_output_delay [expr $clk_period * $clk_io_pct] -clock clk0 [all_outputs]
==> CHANGELOG.md <==
### Changed

- Outcome: completed
- Post-synth area hogs: sky130_fd_sc_hd__dfrtp_1 (38%), sky130_fd_sc_hd__ha_1 (11%), sky130_fd_sc_hd__o21ai_0 (4.8%), sky130_fd_sc_hd__nand2_1 (4.2%), sky130_fd_sc_hd__inv_1 (4.1%)
- Detail-routed net length per standard cell: ~15 um
- First-pass iteration count of the detailed router: 4
- Clock skew after layout: ~0.013 ns
- Maximum fanout count along the critical path: 19
- RSZ-0062 raised after global routing: no
- CP startpoint kind: input port
- Area added between synthesis and finish: 16.88%
- Mean post-synth cell area: about 8.8 um2
- Min-Delay Path Class: reg2reg
- GRT Total Usage: 0.2439
- Sequential cell area: between 0.001 and 0.0015 mm2
- Ys async rst share: 1.000
- Number of antenna violations at the first check in global routing: 0
- Required time of the worst setup path: approximately 5.4 ns
- Largest net degree at the start of global routing: 49
- Proportion of synthesized area in mux cells: 0.02326
- Yosys cell count: about 350
- Fa+ha+maj area frac: 0.1275
- Top area contributor share: 0.3849
- Routability cong.: just over 0.9
- Flip-flops with a built-in enable: 0
- Largest register FFs: 9
- Count of antenna-violating nets left after detailed routing: 0
- Skew-Pair Late Insertion Delay: 0.31 ns
- Worst endpoint data arrival time: 3.36 ns
- Fraction of layout instances using a drive strength above 1: 0.06218
- Die area: approximately 0.0066 mm2
- R2r setup slk: about 2.5 ns
- Worst Setup Path Type: in2reg
- Dominant comb cell: AND-OR/OR-AND gates
- Simple-gate share of the synthesized area: 0.1435
- Die boundary width: between 80 and 90 um
- Placed cell count: 453
- Total of max-cap violations: 0
- Count of cell types in the netlist: approximately 56
- Dominant synthesized flop cell: sky130_fd_sc_hd__dfrtp_1
- Clk root buf: sky130_fd_sc_hd__clkbuf_8
- Peak per-stage delay on the critical path: 0.60 ns
- Wire length of the first global-routing pass: about 12000 um
- Mapped cell area: ~0.0031 mm2
- Area leader, netlist: sky130_fd_sc_hd__dfrtp_1
- FILL cells: between 500 and 600
- Buffer depth of the longest clock path: 2
- Total routed wirelength: just over 7000 um
- Cells along the critical path: clkdlybuf4s50_1, nor4_1, nand2_1, o21ai_2, or2_1, a221oi_1, a21o_1
- CTS clock-pin slew for the worst setup and hold paths: 0.09 ns
- Minimum period implied by the final worst setup slack: 3.163 ns
- Slew at the pin closest to its max-slew limit: about 0.66 ns
- Number of global-route vias before repair: around 2400
- Post-CTS setup buffer count: 0
- Synthesis warning total: 1
- Worst path bufs/invs: 1
- Post-synthesis instance total: between 300 and 400
- Gates resized, CTS repair: 0
- Total of endpoints with negative setup slack in the final report: 0
- Remaining global-route overflow: 0
- Global-route track usage on met2: 0.3731
- Total inserted antenna cells: 0
- Number of top-level pins: 37
- # DRC: 0
- Final std cells w/o fill: 461
- Flop and latch count out of synthesis: about 48
- Ratio of total power to cell area: around 690 mW/mm2
- Core Box Area: ~0.006 mm2
- Delay-heaviest family, CP: simple AND/OR/NAND/NOR gates
- Share of the clock period used by the worst path after layout: 0.6083
- Critical path capture point type: flip-flop
- Row Count: 28
- Leak: between 1.5 and 2 nW
- Half-perimeter wire length after placement: 5149 um
- Hold-fix buffers, CTS: 0
- Max-slew violation count: 0
- VDD IR-drop max: roughly 0.00036 V
- Tool warnings: 37
- Average vias per placed instance: between 5 and 6
- DRC marker count from the first detailed-route iteration: 138
- Maximum frequency from static timing analysis: 0.3161 GHz
- Total count of hold-check failures in the final report: 0
- Number of levels the H-tree was split into: 2
- Number of buffers created by CTS: 5
- Busiest layer in global routing: met1
- Post-synth area from yosys stat: 0.003120 mm2
- Total clock sinks: around 48
- Detailed-route via count: approximately 2500
- Xor/xnor share of the synthesized area: 0.02807
- Part of the Yosys area used for sequential elements: 0.3849
- Port-buffer cells: 36
- AND-OR/OR-AND Cells, Area Fraction: 0.2249
- Met1 global-route usage: 0.4029
- TritonCTS clock tree: done
- Fp_density: 0.5239
- Overall die height: 81 um
- Area taken by multi-input logic gates: roughly 0.0017 mm2
- Max-Slew Margin vs Limit: 0.5575
- Total Neg Setup Slack: 0 ns
- Grt met3 use: 0.02395
- CP max stage cell: sky130_fd_sc_hd__o21ai_2
## worst paths after layout
| path | end | from | depth (start not counted) |
|---|---|---|---|
| setup / recovery | q_temp_reg[0] | divisor[7] | 7 |
| hold / removal | q_temp_reg[0] | q_temp_reg[0] | 1 |
| setup reg to reg | q_temp_reg[0] | current_state[0] | 8 |
| hold reg to reg | q_temp_reg[0] | q_temp_reg[0] | 1 |
| max in group asynchronous | p_reg[4] | reset | 3 |
| min in group asynchronous | remainder[3] | reset | 3 |
## cells in the final DEF, fill, tap and decap left out, types with 2 or more instances in the layout
cell	count
sky130_fd_sc_hd__inv_1	33
sky130_fd_sc_hd__clkdlybuf4s50_1	36
sky130_fd_sc_hd__clkbuf_8	5
sky130_fd_sc_hd__xnor2_1	8
sky130_fd_sc_hd__nor2_1	34
sky130_fd_sc_hd__o211ai_1	2
sky130_fd_sc_hd__buf_4	5
sky130_fd_sc_hd__dfrtp_1	48
sky130_fd_sc_hd__o21ai_0	30
sky130_fd_sc_hd__a211oi_1	4
sky130_fd_sc_hd__nand2b_1	2
sky130_fd_sc_hd__nand3_1	3
sky130_fd_sc_hd__a221oi_1	3
sky130_fd_sc_hd__a21oi_1	25
sky130_fd_sc_hd__nor2b_1	7
sky130_fd_sc_hd__a31oi_1	10
sky130_fd_sc_hd__nor4_1	2
sky130_fd_sc_hd__mux2_2	2
sky130_fd_sc_hd__mux2i_1	5
sky130_fd_sc_hd__ha_1	27
sky130_fd_sc_hd__nand2_1	35
sky130_fd_sc_hd__nor3_1	2
sky130_fd_sc_hd__o21a_1	3
sky130_fd_sc_hd__xor2_1	2
sky130_fd_sc_hd__a21o_1	4
sky130_fd_sc_hd__or3_1	2
sky130_fd_sc_hd__nor3b_1	3
sky130_fd_sc_hd__fa_1	3
sky130_fd_sc_hd__o31ai_1	11
## through the flow
step / util / worst slack [ns] / power [mW] / cell area [um2] / hold slack [ns]
floorplan: - / 2.835 / 1.821 / 3120 / 0.4384
global placement: 0.5931 / 1.719 / 2.226 / 3532 / 0.4625
detailed placement: 0.5931 / 1.669 / 2.239 / 3532 / 0.4679
CTS: 0.6124 / 1.990 / 2.535 / 3647 / 0.4891
global route: 0.6124 / 1.776 / 2.793 / 3647 / 0.5068
finish: 0.6124 / 2.037 / 2.520 / 3647 / 0.4863
## report_power, final
part	switching [mW]	total [mW]	internal, mW
Combinational	0.850	1.56	0.708
Clock	0.140	0.285	0.145
Sequential	0.144	0.676	0.532
Total	1.13	2.52	1.39
## metal layers
layer,vias up,part of all wire
li1,1295,-
met4,0,0.0086
met1,1184,0.50
met2,37,0.46
met5,-,0
met3,6,0.029
## logic make-up (layout without fill, tap and decap cells)
logic type / after synthesis / in the layout
muxes: 7 / 7
DFF: 48 / 48
adders and majority gates: 30 / 30
AOI/OAI and AO/OA: 110 / 110
xor gates and xnor gates: 10 / 10
and+or+nand+nor: 98 / 98
buffers and inverters: 50 / 83
## cell type report
cell class              instances  share of cell area
repair buffers                 41              0.1091
inverters                      34             0.03499
clock buffers                   5             0.01887
flip-flops and latches         48              0.3293
multi-input cells             255              0.4693
clock inverters                 3             0.01269
well taps                      75             0.02573
## Yosys cell counts, drive strengths merged (4+ instances only)
library cell / number
dfrtp: 48
nand2: 36
inv: 34
nor2: 34
o21ai: 32
ha: 27
a21oi: 25
o31ai: 11
a31oi: 10
buf: 9
xnor2: 8
clkbuf: 7
nor2b: 7
a21o: 5
mux2i: 5
a211oi: 4
Power and IR drop assume default switching activity.
